File: flow/config.mk
export PLATFORM = sky130hd
export DESIGN_NAME = fsm_wrapper
export DESIGN_NICKNAME = fsm_wrapper
export VERILOG_FILES = /design/flow/design.v
export SDC_FILE = /design/flow/constraint.sdc
export NUM_CORES = 4
export LEC_CHECK = 1
export CORE_AREA = 10 10 70 70
export DIE_AREA = 0 0 80 80
File: flow/constraint.sdc
current_design fsm_wrapper

set clk_period 1.4
set clk_io_pct 0.2

create_clock -name clk0 -period $clk_period [get_ports {clk}]

set non_clock_inputs [all_inputs -no_clocks]
set_input_delay [expr $clk_period * $clk_io_pct] -clock clk0 $non_clock_inputs
set_output_delay [expr $clk_period * $clk_io_pct] -clock clk0 [all_outputs]
File: flow/design.v
module fsm (
    input wire clk,
    input wire reset,
    input wire in,
    output reg out
);
    reg [1:0] state;
    always @(posedge clk or posedge reset) begin
        if (reset)
            state <= 0;
        else
            case (state)
                0: state <= in ? 1 : 0;
                1: state <= in ? 2 : 0;
                2: state <= in ? 2 : 3;
                3: state <= in ? 1 : 0;
                default: state <= 0;
            endcase
    end
    assign out = (state == 3);
endmodule
module fsm_wrapper (
    input wire clk,
    input wire reset,
    input wire in_value,
    output wire out_value
);
    fsm fsm_inst (
        .clk(clk),
        .reset(reset),
        .in(in_value),
        .out(out_value)
    );
    initial begin
        $dumpfile("fsm.vcd");
        $dumpvars(0, fsm_wrapper);
    end
endmodule
File: flow/run.sh
#!/bin/bash
# OpenROAD 26Q1-2900-gdf79404cd8, Yosys 0.63+post, stock flow scripts
make -C /OpenROAD-flow-scripts/flow DESIGN_CONFIG=/design/flow/config.mk WORK_HOME=/design/flow/orfs finish
==> report_table.html <==
<h3>Flow metrics</h3>
<table>
<tr><th>Metric</th><th>Value</th></tr>
<tr><th colspan="2">Pwr</th></tr>
<tr><td>Fraction of power consumed by sequential logic</td><td>0.430</td></tr>
<tr><td>Worst vdd rail ir drop</td><td>around 0.13 mV</td></tr>
<tr><td>Leak Pwr</td><td>roughly 0.11 nW</td></tr>
<tr><td>Combinational fraction of design power</td><td>0.066</td></tr>
<tr><td>Total net switching power</td><td>between 0.06 and 0.07 mW</td></tr>
<tr><td>Switching part of the total</td><td>0.198</td></tr>
<tr><td>Relative contribution of the clock network to total power</td><td>0.503</td></tr>
<tr><td>Cell internal pwr</td><td>~0.25 mW</td></tr>
<tr><td>Power per Cell Area</td><td>1220 nW/um^2</td></tr>
<tr><th colspan="2">Timing</th></tr>
<tr><td>Final hold viol count</td><td>0</td></tr>
<tr><td>Total of endpoints with negative setup slack in the final report</td><td>0</td></tr>
<tr><td>Max Clk Rate</td><td>973 MHz</td></tr>
<tr><td>Post-layout min period</td><td>around 1 ns</td></tr>
<tr><td>Max-slew headroom</td><td>0.901</td></tr>
<tr><td>Final slew viol count</td><td>0</td></tr>
<tr><td>Fin Clk Skew</td><td>between 0.005 and 0.006 ns</td></tr>
<tr><td>RSZ-0062 raised after global routing</td><td>no</td></tr>
<tr><td>Period utilisation layout</td><td>0.734</td></tr>
<tr><td>Setup Total Neg Slack</td><td>0 ns</td></tr>
<tr><td>Transition time at the pin with the least slew margin</td><td>between 0.1 and 0.15 ns</td></tr>
<tr><th colspan="2">Yosys</th></tr>
<tr><td>Mapped Cells</td><td>10</td></tr>
<tr><td>Number of distinct library cells after synthesis</td><td>7</td></tr>
<tr><td>Top area cells in the synthesized netlist</td><td>dfrtp_1, dfstp_2, o21a_1</td></tr>
<tr><td>Synth warnings</td><td>5</td></tr>
<tr><td>Yosys chip area</td><td>approximately 140 sq um</td></tr>
<tr><td>Count of instantiated cells in the yosys netlist</td><td>10</td></tr>
<tr><td>Fraction of the mapped netlist area in adder cells</td><td>0</td></tr>
<tr><td>Largest combinational cell category by area</td><td>simple AND/OR/NAND/NOR gates</td></tr>
<tr><td>Area leader share</td><td>0.556</td></tr>
<tr><td>Most instantiated library cell after synthesis</td><td>dfrtp_1</td></tr>
<tr><td>XOR/XNOR Area Share</td><td>0</td></tr>
<tr><td>Simple-gate area share of the yosys netlist</td><td>0.111</td></tr>
<tr><td>Leading register cell type out of synthesis</td><td>dfrtp_1</td></tr>
<tr><td>Total standard cell area after synthesis</td><td>135 sq um</td></tr>
<tr><td>Largest area contributor in the netlist</td><td>dfrtp_1</td></tr>
<tr><td>Area fraction in mux cells</td><td>0</td></tr>
<tr><td>FFs w/ async S/R, synth</td><td>1.00</td></tr>
<tr><td>Count of state elements after synthesis</td><td>4</td></tr>
<tr><td>Cell types with the highest counts after synthesis</td><td>dfrtp_1, o21a_1</td></tr>
<tr><td>Syn Area/Cell</td><td>between 10 and 15 sq um</td></tr>
<tr><td>Number of synthesized flops with an enable pin</td><td>0</td></tr>
<tr><td>Post-synthesis compound-gate area fraction</td><td>0.111</td></tr>
<tr><td>Seq/Total Area, Yosys</td><td>0.750</td></tr>
<tr><th colspan="2">Clocking</th></tr>
<tr><td>Maximum buffer depth of the clock tree</td><td>2</td></tr>
<tr><td>Clk slew on worst S/H paths</td><td>0.04 ns</td></tr>
<tr><td>Clock root buffer</td><td>clkbuf_4</td></tr>
<tr><td>Clock tree from TritonCTS</td><td>done</td></tr>
<tr><td>Maximum level of the CTS H-tree</td><td>1</td></tr>
<tr><td>Insertion delay to the later sink of the worst-skew pair</td><td>roughly 0.24 ns</td></tr>
<tr><td>Number of buffers inserted to repair setup after CTS</td><td>0</td></tr>
<tr><td>Clock buffers created by TritonCTS</td><td>3</td></tr>
<tr><td>Clock net sink count</td><td>4</td></tr>
<tr><th colspan="2">Worst setup path</th></tr>
<tr><td>FF-to-FF setup slack</td><td>approximately 0.7 ns</td></tr>
<tr><td>Number of gates on the worst path with buffers counted</td><td>1</td></tr>
<tr><td>Worst reg2reg path startpoint</td><td>fsm_inst.state[0]</td></tr>
<tr><td>Crit path kind</td><td>reg2out</td></tr>
<tr><td>Top delay family on crit path</td><td>flip-flops</td></tr>
<tr><td>Sort of element at the start of the critical path</td><td>flop</td></tr>
<tr><td>Crit path DAT</td><td>about 0.75 ns</td></tr>
<tr><td>Number of cells on the worst reg-to-reg path</td><td>2</td></tr>
<tr><td>Destination of the worst register-to-register timing path</td><td>fsm_inst.state[0]</td></tr>
<tr><td>Critical path capture point type</td><td>primary output</td></tr>
<tr><td>Master of the slowest instance on the critical path</td><td>dfrtp_1</td></tr>
<tr><td>Biggest cell delay along the critical path</td><td>between 0.3 and 0.4 ns</td></tr>
<tr><td>Sum of buffers and inverters on the critical path</td><td>1</td></tr>
<tr><td>Required time at the worst-slack endpoint</td><td>roughly 1.1 ns</td></tr>
<tr><td>Series of cell instances along the critical path</td><td>dlymetal6s2s_1</td></tr>
<tr><td>Maximum fanout along the worst path</td><td>3</td></tr>
<tr><th colspan="2">Finish</th></tr>
<tr><td>Largest reg by FF count</td><td>fsm_inst.state</td></tr>
<tr><td>Logic area</td><td>30.0 sq um</td></tr>
<tr><td>Registers with the most flip-flops</td><td>fsm_inst.state (4)</td></tr>
<tr><td>Register area</td><td>101 sq um</td></tr>
<tr><td>Final standard cell utilization of the core</td><td>0.0744</td></tr>
<tr><td>Number of flip-flops in the largest register</td><td>4</td></tr>
<tr><td>Number of inserted filler cells in the final layout</td><td>408</td></tr>
<tr><td>Fraction of layout instances using a drive strength above 1</td><td>0.235</td></tr>
<tr><td>Area overhead of the layout relative to synthesis</td><td>88.0%</td></tr>
<tr><th colspan="2">Detailed routing</th></tr>
<tr><td>Number of DRC violations after detailed-routing iteration 0</td><td>1</td></tr>
<tr><td>Count of nets left with antenna violations after detail routing</td><td>0</td></tr>
<tr><td>DRC violation count after routing</td><td>0</td></tr>
<tr><td>Routed len/inst</td><td>between 4 and 5 um</td></tr>
<tr><td>Vias</td><td>~93</td></tr>
<tr><td>Via density</td><td>approximately 1.5</td></tr>
<tr><td>Aggregate routed wire length</td><td>~300 um</td></tr>
<tr><td>DR pass1 iterations</td><td>2</td></tr>
<tr><th colspan="2">Global route</th></tr>
<tr><td>First-pass GRT wire length</td><td>between 400 and 500 um</td></tr>
<tr><td>Total Routing Usage GR</td><td>0.0121</td></tr>
<tr><td>Via count of the first global-routing pass</td><td>between 100 and 150</td></tr>
<tr><td>Number of antenna violations at the first check in global routing</td><td>1</td></tr>
<tr><td>Aggregate global routing overflow</td><td>0</td></tr>
<tr><td>Pin count of the biggest net entering global routing</td><td>5</td></tr>
<tr><th colspan="2">Flow run</th></tr>
<tr><td>Tool warnings</td><td>25</td></tr>
<tr><td>Max cap viols</td><td>0</td></tr>
<tr><th colspan="2">Hold path</th></tr>
<tr><td>Min-Delay Path Class</td><td>in2async</td></tr>
<tr><th colspan="2">Placement</th></tr>
<tr><td>Last weighted congestion value of the routability-driven placer</td><td>about 0.62</td></tr>
<tr><td>Number of input and output port buffers inserted</td><td>3</td></tr>
<tr><th colspan="2">Die</th></tr>
<tr><td>Starting Density</td><td>0.0396</td></tr>
<tr><td>Overall die height</td><td>around 80 um</td></tr>
<tr><td>Row count</td><td>21</td></tr>
<tr><td>Core ar.</td><td>3420 sq um</td></tr>
<tr><td>Die Size</td><td>about 6400 sq um</td></tr>
<tr><td>I/O pins</td><td>4</td></tr>
<tr><td>Die Span X</td><td>roughly 80 um</td></tr>
<tr><th colspan="2">Run status</th></tr>
<tr><td>Result of the run</td><td>completed</td></tr>
</table>
timing repair:
action,4_1_cts,5_1_grt
setup endpoints to repair,0,1
resized,0,1
hold buffers,0,0
hold endpoints to repair,0,0
worst max path at each step:
stage / from / to
final: fsm_inst.state[3] / out_value
after global routing: fsm_inst.state[3] / out_value
after CTS: fsm_inst.state[3] / out_value
kinds of logic (layout without fill, tap and decap cells):
family	Yosys count	in the layout
flops	4	4
simple gates	3	3
compound gates	2	2
buf+inv	1	8
other cells	0	1
through the flow:
stage,power (mW),area [sq um],hold slack [ns],setup WS (ns),cells
3_5_place_dp,0.156,223,0.475,0.300,59
4_1_cts,0.321,249,0.215,0.0369,63
5_1_grt,0.336,254,0.231,0.318,64
2_1_floorplan,0.144,135,0.0454,0.722,10
3_3_place_gp,0.155,223,0.467,0.307,59
6_report,0.309,254,0.221,0.372,64
final cells by class:
| cell class | instances | area share |
|---|---|---|
| Antenna cell | 1 | 0.00985 |
| Clock buffer | 4 | 0.103 |
| Inverter | 1 | 0.0148 |
| Multi-Input combinational cell | 5 | 0.118 |
| Sequential cell | 4 | 0.399 |
| Tap cell | 46 | 0.227 |
| Timing Repair Buffer | 3 | 0.128 |
worst register-to-register path: cells and delay by family, from the launching register on:
family | cells | cell delay [ns]
DFF | 1 | 0.52
and+or+nand+nor | 2 | 0.13
power groups by stage:
stage,registers [mW],clock network (mW),logic (mW)
6_report,0.133,0.156,0.0206
5_1_grt,0.134,0.177,0.0250
4_1_cts,0.133,0.166,0.0217
placed cells by master, fill, tap and decap left out, types with 2 or more instances in the layout:
master           instances
clkbuf_4                 3
o21a_1                   2
dfrtp_1                  3
clkdlybuf4s50_1          2
per-layer routing:
metal | global-route usage | wire length (um) | vias to the layer above
met5 | 0 | 0 | -
met4 | 0.00352 | 0 | 0
met3 | 0.0239 | 88 | 0
met2 | 0.0104 | 96 | 7
met1 | 0.0107 | 111 | 39
li1 | - | - | 47
Power is estimated from default activity; no workload was simulated.
