### /design/flow/config.mk
export PLATFORM = sky130hd
export DESIGN_NAME = alu
export DESIGN_NICKNAME = alu
export VERILOG_FILES = /design/flow/design.v
export SDC_FILE = /design/flow/constraint.sdc
export NUM_CORES = 4
export LEC_CHECK = 1
export CORE_AREA = 10 10 70 70
export DIE_AREA = 0 0 80 80
### /design/flow/constraint.sdc
current_design alu

set clk_period 2.2
set clk_io_pct 0.2

create_clock -name clk0 -period $clk_period [get_ports {clk}]

set non_clock_inputs [all_inputs -no_clocks]
set_input_delay [expr $clk_period * $clk_io_pct] -clock clk0 $non_clock_inputs
set_output_delay [expr $clk_period * $clk_io_pct] -clock clk0 [all_outputs]
### /design/flow/design.v
module alu (
    input wire clk,
    input wire [3:0] a,
    input wire [3:0] b,
    input wire [1:0] op,
    output reg [3:0] result
);
    always @(posedge clk) begin
        case (op)
            2'b00: result = a + b;
            2'b01: result = a - b;
            2'b10: result = a & b;
            2'b11: result = a | b;
            default: result = 0;
        endcase
    end
endmodule
module alu_wrapper;
    reg [3:0] a;
    reg [3:0] b;
    reg [1:0] op;
    wire [3:0] result;
    alu uut (
      .clk(clk),
      .a(a),
      .b(b),
      .op(op),
      .result(result)
    );
    initial begin
      $dumpfile("alu.vcd");
      $dumpvars(0, alu_wrapper);
    end
endmodule
### /design/flow/run.sh
#!/bin/bash
# OpenROAD 26Q1-2900-gdf79404cd8, Yosys 0.63+post, stock flow scripts
make -C /OpenROAD-flow-scripts/flow DESIGN_CONFIG=/design/flow/config.mk WORK_HOME=/design/flow/orfs finish
==> metrics.cfg <==
[outcome]
status = finished, final reports clean

[final_layout]
layout_top_cells = 10 x clkdlybuf4s50_1, 10 x buf_4, 6 x ha_1
syn2layout_area_growth_pct = 71.3
num-fill-cells = 382
drive_above_1_share_pct = 28.0
largest_register_ffs = 4
regArea_sq_um = 80.1
combGateArea_sq_um = 335

[worst_setup_path]
crit_family = AND-OR/OR-AND gates
crit_fanout = 5
cp_common_cell = ha_1
startpoint = b[0]
crit_buf_inv = 2
crit_path_end_kind = register
critical_path_required_ns = 2.35
critPathLaunchType = input port
arrival_ns = 2.22
slowest_stage = ha_1
cpPeakStageDelay_ns = 0.34
path_cells = dlygate4sd2_1, inv_1, ha_1, nor2_1, xnor2_1, ha_1, nand3b_1, a41o_1, a31o_1, a211oi_2
path_class = in2reg

[floorplanning]
row_count = 21
fp.dieArea_sq_mm = 0.00640
dieHeight_um = 80
initial_utilization_pct = 12.4
coreArea_sq_mm = 0.00342
die_w_um = 80
ios = 15

[synthesis]
ys_seq_share_pct = 18.9
ys.flops = 4
async_flop_share_pct = 0
synth_warnings = 1
synthesis.area_sq_um = 423
synth_cell_types = 25
ys_chip_area_sq_um = 423
ys.flop_type = dfxtp_1
edf_count = 0
syn_inst = 48
avgSynthCellArea_sq_um = 8.81
ys_cells = 48

[grt]
antenna_found_initial = 0
grt.overflow.total = 0
grt_pass1_vias = 450
grt_pass1_wl_um = 1930
grt_start_max_net_pins = 8
grt.total_usage_pct = 3.67

[pwr]
p_leak_nw = 0.323
power_mw = 0.328
powerDensity_mw_per_mm2 = 452
ir_worst_vdd_v = 0.0000907

[final_timing]
fmax_mhz = 482
period_needed_ns = 2.07
finalHoldViolCount = 0
setup_viol = 0
relSlewSlack_pct = 82.0
fin_crit_sh_pct = 94.3
finalWorstSetupSlack_ns = 0.126
worstMarginPinSlew_ns = 0.267
rsz0062_at_grt = false
fin_tns_setup_ns = 0
finalMaxSlewViolations = 0

[place]
placement.io_buffers = 14
dp_hpwl_um = 967
pre_cts_ws_ns = -0.403
routabilityCongestion = 0.835

[drt]
vias = 421
ant_nets = 0
wl_per_cell_um = 9.49
antennaDiodeCount = 0
drt_pre_antenna_iters = 4
post-route-drc-count = 0
drt_wl_total_um = 1150
drtIter0Drc = 6
vias_per_cell = 3.48

[clock_network]
cts_tree = done
htree_levels = 1
root_buffer = clkbuf_4
clk_path_buf_depth = 2
path_clk_slew_ns = 0.04
cts.sinks = 4
cts_buffers = 3

[run]
drv_cap = 0
warnings = 27

[hold_path]
hold_path.class = in2reg
min_from = op[1]

## power breakdown
group	total [mW]	switching, mW	internal, mW	leakage, nW
Combinational	0.151	0.0574	0.0934	0.276
Clock	0.0886	0.0278	0.0609	0.0138
Sequential	0.0883	0.00271	0.0856	0.0337
## cell usage after synthesis, drive strengths merged, types with 2 or more instances
cell / number / area share [%]
a21oi: 3 / 3.5
dfxtp: 4 / 19
ha: 6 / 18
inv: 5 / 4.4
maj3: 2 / 4.7
mux2: 2 / 5.3
nand2: 5 / 4.4
nor2: 2 / 1.8
o21ai: 2 / 2.4
xnor2: 2 / 4.1
## cells by family after synthesis
| group | share of synthesized area [%] |
|---|---|
| compound gates | 15.7 |
| xor+xnor | 6.21 |
| fa+ha+maj | 27.2 |
| buf+inv | 4.44 |
| flops | 18.9 |
| mux | 7.69 |
| simple gates | 19.8 |
## path summary, 6_finish.rpt
| path | slack, ns | depth (start not counted) | end |
|---|---|---|---|
| setup / recovery | 0.13 | 10 | result[3]$_DFF_P_ |
| hold / removal | 0.80 | 3 | result[2]$_DFF_P_ |
## tightest hold or removal path, cell delays in order
cell and delay [ns]:
dlygate4sd2_1 0.27, buf_4 0.18, o21ai_0 0.08
## cell type report
type / instances / area share (%)
timing repair buffer: 24 / 29.0
tap: 46 / 7.94
multi-input combinational: 39 / 46.3
inverter: 5 / 2.59
sequential: 4 / 11.1
clock buffer: 3 / 3.11
## metal layers
layer | vias to the layer above | wire [um] | track usage (%)
li1 | 224 | - | -
met1 | 188 | 559 | 5.08
met2 | 9 | 509 | 5.38
met3 | 0 | 79 | 1.25
met4 | 0 | 0 | 0.704
met5 | - | 0 | 0
## stage by stage
step | std cells | util [%] | instance area (sq um) | hold WS [ns]
3_3_place_gp | 117 | 20.1 | 688 | 1.12
5_1_grt | 121 | 21.2 | 724 | 0.826
2_1_floorplan | 48 | - | 423 | 0.549
6_report | 121 | 21.2 | 724 | 0.802
4_1_cts | 121 | 21.2 | 724 | 0.799
3_5_place_dp | 117 | 20.1 | 688 | 1.12
## repair_timing
| action | 4_1_cts | 5_1_grt |
|---|---|---|
| hold buffers | 0 | 0 |
| endpoints found under the setup margin | 1 | 0 |
| resized | 7 | 0 |
| setup buffers | 1 | 0 |
Power figures rest on the tool's default switching activity, not on a simulated workload.
