File: ./config.mk
export PLATFORM = sky130hd
export DESIGN_NAME = uart_tx
export DESIGN_NICKNAME = uart_tx
export VERILOG_FILES = /design/flow/design.v
export SDC_FILE = /design/flow/constraint.sdc
export NUM_CORES = 4
export LEC_CHECK = 1
export CORE_AREA = 10 10 77 77
export DIE_AREA = 0 0 87 87
File: ./constraint.sdc
current_design uart_tx

set clk_period 1.9
set clk_io_pct 0.2

create_clock -name clk0 -period $clk_period [get_ports {clk}]

set non_clock_inputs [all_inputs -no_clocks]
set_input_delay [expr $clk_period * $clk_io_pct] -clock clk0 $non_clock_inputs
set_output_delay [expr $clk_period * $clk_io_pct] -clock clk0 [all_outputs]
File: ./design.v
module uart_tx (
    input wire clk,
    input wire reset,
    input wire [7:0] data_in,
    input wire start,
    output reg tx,
    output reg busy
);
    reg [3:0] bit_cnt;
    reg [7:0] uart_tx;
    reg [7:0] uart_frame;
    reg uart_start;
    always @(posedge clk or posedge reset) begin
        if (reset) begin
            tx <= 1'b1;
            busy <= 1'b0;
            uart_start <= 1'b0;
            bit_cnt <= 4'd0;
            uart_tx <= 8'd0;
        end else begin
            if (start && !busy) begin
                busy <= 1'b1;
                tx <= 1'b0;
                uart_frame <= {data_in};
                bit_cnt <= 4'd10;
            end
            else if (bit_cnt > 0) begin
                {tx, uart_frame} <= {uart_frame, 1'b1};
                bit_cnt <= bit_cnt - 1'b1;
                if (bit_cnt == 1)
                    busy <= 1'b0;
            end else begin
                tx <= 1'b1;
            end
        end
    end
endmodule
module uart_tx_wrapper;
  reg clk;
  reg reset;
  reg [7:0] data_in;
  reg start;
  wire tx;
  wire busy;
  uart_tx uut (
    .clk(clk),
    .reset(reset),
    .data_in(data_in),
    .start(start),
    .tx(tx),
    .busy(busy)
  );
  initial begin
    $dumpfile("uart_tx.vcd");
    $dumpvars(0, uart_tx_wrapper);
  end
endmodule
File: ./run.sh
#!/bin/bash
# OpenROAD 26Q1-2900-gdf79404cd8, Yosys 0.63+post, stock flow scripts
make -C /OpenROAD-flow-scripts/flow DESIGN_CONFIG=/design/flow/config.mk WORK_HOME=/design/flow/orfs finish
==> out/metrics.cfg <==
[final_timing]
setup_slack_ps = 298.1
rsz0062_at_grt = no
skew_ps = 2.792
whs_ps = 394.3
slew_viol_final = 0
setup_viol = 0
finalHoldViolations = 0
finalCriticalPeriod_ps = 1602
fin_tns_setup_ps = 0
fmax_ghz = 0.6243
max_slew_margin = 0.7927
worstMarginPinSlew_ps = 310.6
timing.final.crit_share = 0.8431

[synthesis]
synth_flops = 14
synth_cell_type_count = 21
yosys_cells = 47
ys_area_um2 = 654.4
ys_warn_count = 1
synthArstFlopShare = 0.4286
syn_inst = 47
synth_area_um2 = 654.4
ys_seq_share = 0.5985
synth_top_flop_cell = edfxtp_1
avgSynthCellArea_um2 = 13.92
edf_count = 8

[cts]
cts_root_buf = clkbuf_8
cts_sinks = 14
holdBufCountCts = 0
path_clk_slew_ps = 50
htree_num_levels = 1
clock_latency_ps = 240
cts_tree = built
cts_buffer_depth = 2
numCtsBuffers = 3
cts.repair.resized = 0
cts_setup_buffers = 0

[worst_setup_path]
crit_chain = inv_1, ha_1, nor3b_4, a21oi_1, buf_4
worstPathArrival_ps = 1600
cp-end-kind = register
worst_setup_path_start_kind = register
required_ps = 1900
critPathSlowestCell = dfrtp_1
cp_max_fo = 8
cpPeakStageDelay_ps = 380
crit_type = register to register

[floorplanning]
rows = 24
die_h_um = 87
die_x_um = 87
dieArea_um2 = 7569
fp_util = 0.1503
core_um2 = 4354
num_io_pins = 13

[pwr]
clkPwrFrac = 0.216
power.switching_uw = 312.5
max-vdd-ir-drop_uv = 307.2
p_int_uw = 791.0
power_frac_comb = 0.327
seqPwrFrac = 0.457
p_leak_nw = 0.3287
swShare = 0.2832
power.density_nw_per_um2 = 1237

[status]
status = finished, final reports clean

[grt]
grt_max_degree = 14
grt_pass1_vias = 435
gr-total-overflow = 0
antenna_found_initial = 0
grt_pass1_wl_um = 2014
track_usage = 0.03342

[placement]
port-buffer-count = 12
place.detailed.instances = 112
place.detailed.hpwl_um = 965.8
gp_congestion = 0.7095
post-place-ws_ps = 96.99

[layout]
layout.cells.most_common_list = clkdlybuf4s50_1 (12), edfxtp_1 (8), mux2_2 (7)
final_common_cell = clkdlybuf4s50_1
drive_above_1_share = 0.2344
instances_no_fill = 116
area_delta_synth_final_pct = 36.33

[drt]
diodes = 0
detail_route.wl_per_cell_um = 10.44
dr.first_iter.drc_count = 56
num_vias = 408
remaining_drc_errors = 0
drt_wl_total_um = 1211
drt_pass1_iterations = 2
antenna_left = 0
drt-vias-per-instance = 3.517

[job]
tool_warnings = 27
maxCapViolCount = 0

[min_path]
min_path_type = input port to asynchronous set/reset pin

## area by class of cell
cell class	instances	area, um^2
clock buffers	3	41.29
clock inverters	1	3.754
fillers	458	3462
inverters	4	15.01
multi-input cells	28	240.2
flip-flops and latches	14	391.6
well taps	52	65.06
repair buffers	14	135.1
## registers in the layout, summed over array words and instances, names as in the netlist
name and cells:
bit_cnt 4, uart_frame 8, tx 1, busy 1
## critical path: cells and delay by family (launching register included)
family                     cells  cell delay [ps]
AOI/OAI and AO/OA              1              120
DFF                            1              380
buffers and inverters          2              310
and+or+nand+nor                1              330
adders and majority gates      1              210
## through the flow
| stage | power, mW | instance area, um^2 | utilization |
|---|---|---|---|
| after floorplan | 0.7548 | 654.4 | - |
| after global placement | 0.8581 | 847.1 | 0.1945 |
| after detailed placement | 0.8775 | 847.1 | 0.1945 |
| after CTS | 1.119 | 892.1 | 0.2049 |
| after global routing | 1.192 | 892.1 | 0.2049 |
| final | 1.103 | 892.1 | 0.2049 |
## cell families after synthesis
kind of cell             count (synthesis)  synth area share
adder cells (fa/ha/maj)                  3           0.05737
flip-flops                              14            0.5985
AND-OR/OR-AND                            4           0.03823
multiplexers                             7            0.1205
XOR/XNOR                                 2           0.02677
AND/OR/NAND/NOR                         12            0.1243
buffers and inverters                    5           0.03441
## per-layer routing
metal / share of wire / track usage / up-vias
li1: - / - / 201
met1: 0.42 / 0.03932 / 195
met2: 0.45 / 0.05063 / 10
met3: 0.12 / 0.02358 / 2
met4: 0.0066 / 0.002946 / 0
met5: 0 / 0 / -
## power groups by stage
stage | Sequential, mW | Combinational [mW] | Clock, mW
CTS | 0.507 | 0.367 | 0.245
global route | 0.521 | 0.409 | 0.262
finish | 0.505 | 0.361 | 0.238
## worst paths after layout
check                              start            end  slack, ps  cells past startpoint
max in group asynchronous          reset             tx       1250                      2
min                                reset     bit_cnt[0]        390                      2
max reg2reg                   bit_cnt[0]  uart_frame[5]        300                      5
min reg2reg                uart_frame[7]             tx        480                      2
max                           bit_cnt[0]  uart_frame[5]        300                      5
min in group clk0          uart_frame[7]             tx        480                      2
## synth_stat cells (2+ instances only)
| master | number | share of area |
|---|---|---|
| inv_1 | 4 | 0.023 |
| dfrtp_1 | 5 | 0.19 |
| xnor2_1 | 2 | 0.027 |
| mux2_2 | 7 | 0.12 |
| edfxtp_1 | 8 | 0.37 |
| nor2_1 | 3 | 0.017 |
| ha_1 | 3 | 0.057 |
| nor3_1 | 2 | 0.015 |
No activity file was given, so power comes from the tool's default toggle rates.
